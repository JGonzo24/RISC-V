## /design/flow/run.sh

```bash
#!/bin/bash
# OpenROAD 26Q1-2900-gdf79404cd8, Yosys 0.63+post, stock flow scripts
make -C /OpenROAD-flow-scripts/flow DESIGN_CONFIG=/design/flow/config.mk WORK_HOME=/design/flow/orfs finish
```

## /design/flow/config.mk

```make
export PLATFORM = sky130hd
export DESIGN_NAME = univ_sseg
export DESIGN_NICKNAME = univ_sseg
export VERILOG_FILES = /design/flow/design.v
export SDC_FILE = /design/flow/constraint.sdc
export NUM_CORES = 4
export LEC_CHECK = 1
export CORE_UTILIZATION = 50
```

## /design/flow/constraint.sdc

```tcl
current_design univ_sseg

set clk_period 14.8
set clk_io_pct 0.2

create_clock -name clk0 -period $clk_period [get_ports {clk}]

set non_clock_inputs [all_inputs -no_clocks]
set_input_delay [expr $clk_period * $clk_io_pct] -clock clk0 $non_clock_inputs
set_output_delay [expr $clk_period * $clk_io_pct] -clock clk0 [all_outputs]
```

## /design/flow/design.v

```verilog
`timescale 1ns / 1ps
 module univ_sseg(
    input [13:0] cnt1,
    input [6:0] cnt2,
    input valid,
    input dp_en,
    input [1:0] dp_sel,
    input [1:0] mod_sel,
    input sign,
    input clk,
    output reg [7:0] ssegs,
    output reg [3:0] disp_en
    ); 
    wire [3:0] c1_d3;   
    wire [3:0] c1_d2; 
    wire [3:0] c1_d1; 
    wire [3:0] c1_d0; 
    wire [3:0] c2_d1;    
    wire [3:0] c2_d0; 
    reg [3:0] A_1000_digit;  
    reg [3:0] B_100_digit; 
    reg [3:0] C_10_digit; 
    reg [3:0] D_1_digit; 
    reg [3:0] final_BCD; 
    reg [1:0] m_cnt;         
    reg [7:0] seg_val;       
    cnt_convert_14b CC_14(cnt1, mod_sel, c1_d3, c1_d2, c1_d1, c1_d0); 
    cnt_convert_7b CC_7(cnt2, c2_d1, c2_d0); 
    clk_divder CLK_DIV (clk,sclk); 
    always @ (sign,mod_sel,c1_d1,c1_d3)
    begin
       case ({sign,mod_sel})
          0: A_1000_digit = 'hF;
          1: A_1000_digit = c1_d1; 
          2: A_1000_digit = c1_d3;
          3: A_1000_digit = 0;
          4: A_1000_digit = 'hA;   
          5: A_1000_digit = c1_d1; 
          6: A_1000_digit = c1_d3;
          7: A_1000_digit = 0;
          default A_1000_digit = 'hA; 
       endcase 
    end 
    always @ (mod_sel,c1_d2,c1_d0)
    begin
       case (mod_sel)
          0: B_100_digit = c1_d2; 
          1: B_100_digit = c1_d0; 
          2: B_100_digit = c1_d2;
          3: B_100_digit = 0;
          default B_100_digit = 0; 
       endcase 
    end 
    always @ (mod_sel,c1_d1,c2_d1)
    begin
       case (mod_sel)
          0: C_10_digit = c1_d1; 
          1: C_10_digit = c2_d1; 
          2: C_10_digit = c1_d1;
          3: C_10_digit = 0;
          default C_10_digit = 0; 
       endcase 
    end 
    always @ (mod_sel,c1_d0,c2_d0)
    begin
       case (mod_sel)
          0: D_1_digit = c1_d0; 
          1: D_1_digit = c2_d0; 
          2: D_1_digit = c1_d0;
          3: D_1_digit = 0;
          default D_1_digit = 0; 
       endcase 
    end 
    always @ (m_cnt, A_1000_digit, B_100_digit, C_10_digit, D_1_digit)
    begin
       case (m_cnt)
          3: final_BCD = D_1_digit; 
          2: final_BCD = C_10_digit; 
          1: final_BCD = B_100_digit;
          0: final_BCD = A_1000_digit;
          default final_BCD = 0; 
       endcase 
    end 
    always @ (m_cnt)
    begin
       case (m_cnt)
          0: disp_en = 4'b1110;  
          1: disp_en = 4'b1101; 
          2: disp_en = 4'b1011;
          3: disp_en = 4'b0111;
          default disp_en = 0; 
       endcase 
    end 
    always @ (final_BCD)
    begin
       case (final_BCD)
          0: seg_val  = 'h03;   
          1: seg_val  = 'h9F;   
          2: seg_val  = 'h25;   
          3: seg_val  = 'h0D;
          4: seg_val  = 'h99;  
          5: seg_val  = 'h49;  
          6: seg_val  = 'h41;  
          7: seg_val  = 'h1F;  
          8: seg_val  = 'h01;  
          9: seg_val  = 'h09;  
          10: seg_val = 'hFD;    
          15: seg_val = 'hFF;    
          default seg_val = 0; 
       endcase 
    end 
    always @ (dp_sel, m_cnt, dp_en, seg_val, valid)
    begin
       if (valid == 0)      
          ssegs = 'hFD; 
       else 
          begin
          if (dp_sel == m_cnt)
             ssegs = {seg_val[7:1],~dp_en}; 
          else 
             ssegs = seg_val;
          end          
    end
    always @ (posedge sclk)
    begin 
       m_cnt <= m_cnt + 1'b1;
    end 
endmodule
module clk_divder(clockin, clockout); 
    input clockin; 
    output wire clockout; 
    parameter n = 13; 
    reg [n:0] count; 
    always@(posedge clockin) 
    begin 
        count <= count + 1; 
    end 
    assign clockout = count[n]; 
endmodule 
module cnt_convert_14b(
    input [13:0] cnt,
    input [1:0] sel,
    output reg [3:0] c1_d3,
    output reg [3:0] c1_d2,
    output reg [3:0] c1_d1,
    output reg [3:0] c1_d0
    );
    reg [13:0] cnt_new;       
    reg [13:0] cnt_new_w;     
    reg [3:0] d3;      
    reg [3:0] d2;      
    reg [3:0] d1;      
    reg [3:0] d0;      
    always @ (cnt,sel)
       case(sel)
          0: cnt_new = {6'b000000,cnt[7:0]};    
          1: cnt_new = {7'b00000000,cnt[6:0]};  
          2: cnt_new = cnt;                     
          3: cnt_new = cnt;                     
          default cnt_new = cnt; 
       endcase
    always @ (cnt_new)
    begin
       d3=0;  d2=0;  d1=0;  d0=0;     
       cnt_new_w = cnt_new;           
       if      (cnt_new_w > 8999) begin   d3=9;   cnt_new_w = cnt_new_w - 9000;  end
       else if (cnt_new_w > 7999) begin   d3=8;   cnt_new_w = cnt_new_w - 8000;  end 
       else if (cnt_new_w > 6999) begin   d3=7;   cnt_new_w = cnt_new_w - 7000;  end 
       else if (cnt_new_w > 5999) begin   d3=6;   cnt_new_w = cnt_new_w - 6000;  end 
       else if (cnt_new_w > 4999) begin   d3=5;   cnt_new_w = cnt_new_w - 5000;  end 
       else if (cnt_new_w > 3999) begin   d3=4;   cnt_new_w = cnt_new_w - 4000;  end 
       else if (cnt_new_w > 2999) begin   d3=3;   cnt_new_w = cnt_new_w - 3000;  end 
       else if (cnt_new_w > 1999) begin   d3=2;   cnt_new_w = cnt_new_w - 2000;  end 
       else if (cnt_new_w > 999)  begin   d3=1;   cnt_new_w = cnt_new_w - 1000;  end 
       else                       begin   d3=0;   end 
       if      (cnt_new_w > 899) begin   d2=9;   cnt_new_w = cnt_new_w - 900;  end
       else if (cnt_new_w > 799) begin   d2=8;   cnt_new_w = cnt_new_w - 800;  end 
       else if (cnt_new_w > 699) begin   d2=7;   cnt_new_w = cnt_new_w - 700;  end 
       else if (cnt_new_w > 599) begin   d2=6;   cnt_new_w = cnt_new_w - 600;  end 
       else if (cnt_new_w > 499) begin   d2=5;   cnt_new_w = cnt_new_w - 500;  end 
       else if (cnt_new_w > 399) begin   d2=4;   cnt_new_w = cnt_new_w - 400;  end 
       else if (cnt_new_w > 299) begin   d2=3;   cnt_new_w = cnt_new_w - 300;  end 
       else if (cnt_new_w > 199) begin   d2=2;   cnt_new_w = cnt_new_w - 200;  end 
       else if (cnt_new_w > 99)  begin   d2=1;   cnt_new_w = cnt_new_w - 100;  end 
       else                      begin   d2=0;   end 
       if      (cnt_new_w > 89) begin   d1=9;   cnt_new_w = cnt_new_w - 90;  end
       else if (cnt_new_w > 79) begin   d1=8;   cnt_new_w = cnt_new_w - 80;  end 
       else if (cnt_new_w > 69) begin   d1=7;   cnt_new_w = cnt_new_w - 70;  end 
       else if (cnt_new_w > 59) begin   d1=6;   cnt_new_w = cnt_new_w - 60;  end 
       else if (cnt_new_w > 49) begin   d1=5;   cnt_new_w = cnt_new_w - 50;  end 
       else if (cnt_new_w > 39) begin   d1=4;   cnt_new_w = cnt_new_w - 40;  end 
       else if (cnt_new_w > 29) begin   d1=3;   cnt_new_w = cnt_new_w - 30;  end 
       else if (cnt_new_w > 19) begin   d1=2;   cnt_new_w = cnt_new_w - 20;  end 
       else if (cnt_new_w > 9)  begin   d1=1;   cnt_new_w = cnt_new_w - 10;  end 
       else                     begin   d1=0;   end 
       d0 = cnt_new_w[3:0]; 
    end
    always @ (cnt_new, d3,d2,d1,d0)
    begin
       if (cnt_new < 1000)  
          c1_d3 = 'hF; 
       else 
          c1_d3 = d3; 
       if (cnt_new < 100)   
          c1_d2 = 'hF; 
       else 
          c1_d2 = d2; 
       if (cnt_new < 10)   
          c1_d1 = 'hF; 
       else 
          c1_d1 = d1;
       c1_d0 = d0;         
    end 
endmodule
module cnt_convert_7b(
    input [6:0] cnt,
    output reg [3:0] c2_d1,
    output reg [3:0] c2_d0
    );
    reg [7:0] cnt_new;       
    reg [7:0] cnt_new_w;     
    reg [3:0] d1;      
    reg [3:0] d0;      
    always @ (*)
    begin
       d1=0;  d0=0; 
       cnt_new_w = cnt; 
       if      (cnt_new_w > 89) begin   d1=9;   cnt_new_w = cnt_new_w - 90;  end
       else if (cnt_new_w > 79) begin   d1=8;   cnt_new_w = cnt_new_w - 80;  end 
       else if (cnt_new_w > 69) begin   d1=7;   cnt_new_w = cnt_new_w - 70;  end 
       else if (cnt_new_w > 59) begin   d1=6;   cnt_new_w = cnt_new_w - 60;  end 
       else if (cnt_new_w > 49) begin   d1=5;   cnt_new_w = cnt_new_w - 50;  end 
       else if (cnt_new_w > 39) begin   d1=4;   cnt_new_w = cnt_new_w - 40;  end 
       else if (cnt_new_w > 29) begin   d1=3;   cnt_new_w = cnt_new_w - 30;  end 
       else if (cnt_new_w > 19) begin   d1=2;   cnt_new_w = cnt_new_w - 20;  end 
       else if (cnt_new_w > 9)  begin   d1=1;   cnt_new_w = cnt_new_w - 10;  end 
       else                     begin   d1=0;   end 
       d0 = cnt_new_w[3:0]; 
    end
    always @ (cnt, d1, d0)
    begin
       if (cnt < 10)   
          c2_d1 = 'hF; 
       else 
          c2_d1 = d1;
       c2_d0 = d0;        
    end 
endmodule
```

==> run summary <==
impl run done, here's what came out: leakage power total 2.90 nW, Top cell excl fill/tap nand2_1, Worst EP arrival between 10 and 15 ns, die area about 14,000 um2, Crit-path slowest cell clkdlybuf4s50_1, area growth from synthesis to layout 12.2%, Via-to-Cell Ratio between 7 and 8, Worst path max stage delay 0.90 ns, status complete, no violations, M1 WL between 10,000 and 15,000 um, die x size 120 um, DRC violations left 0, maximum fanout along the worst path 13, setup violators final 0, count of tool warnings 72, first-pass GRT wire length 42,000 um, Total Wirelength 26,600 um, GRT Overall Usage between 30% and 40%, drt wl/cell roughly 22 um, Async SR Flop Fraction 0%, Post-Route Utilization approximately 58%, Vias roughly 8,600, Critical Path Sink Type output pin, fin area roughly 7800 um2, count of unclocked register or latch pins 2, Late-Pin Clk Latency around 0.24 ns, Slew headroom between 40% and 50%, Synth area leaders ha_1 11%, nand2_1 6.0%, a21oi_1 5.7%, dpl hpwl approximately 21,000 um, pin count of the biggest net entering global routing 28, f_max between 60 and 70 MHz, FF/Latch Area 320 um2, layout cell share with drive strength beyond 1 roughly 12%, CTS tree yes, CP startpoint kind input pin, Final ANT Viol Nets 0, placed cells about 1,200, Clock Tree Buf Depth 2, main flop type dfxtp_1, Mapped Area approximately 6900 um2, Hold Path Class reg -> reg, crit path DRT 11.84 ns, Logic cell area between 6000 and 7000 um2, Clock Pin Slew Worst Setup and Hold Paths 0.04 ns, initial antenna violation count 0, Yosys Instances a little over 1,000, max layer used met4, num ports 41, fp util ~52%, DR WL met3 about 3200 um, Synth Warn # 5, Synth Seq Share approximately 4.6%, Num CTS Buffers 3, # hold bufs at CTS 0, DR iter-0 viols about 1,000, cell type with the largest total area ha_1, Final Non-Filler Cells roughly 1,200, H-tree depth 1, cycle use final 97.6%, Hold Slack about 0.41 ns, skew final 0.000757 ns, FILL cells about 1,200, port bufs ~40, most numerous logic cells after layout 111 x nand2_1, 79 x a21oi_1, 64 x nor2_1, Final min period between 10 and 15 ns, total power per unit cell area 68.9 nW/um2, final hold vios 0, setup_tns 0 ns, ys flops 16, Final Wtd Congestion about 1.1, crit path kind in -> out, metal2 WL between 10,000 and 15,000 um, Max-Cap Viols 0, endpoints left unconstrained 6, core footprint between 10,000 and 15,000 um2, Final Slew Violations 0, Overflow after GRT 0, Yosys chip area roughly 6900 um2, # rows 42, Placed Area between 7000 and 8000 um2, pin slew with the least headroom to its limit about 0.88 ns, Die Ht 120 um, Root Driver clkbuf_16, Area leader share 11.0%, Unique cell types roughly 100, Antenna Cells 0, DR pass1 iterations 8, peak supply drop about 0.084 mV, Synth Area per Inst about 7 um2, crit-path most repeated cell and3_1, Post-synth EDFFs 0, Gate Count Post-Synth between 1,000 and 1,500, vias in the first global route 7,807
[cell usage after synthesis, drive strengths merged, types with 6 or more instances]
master	number
a211o	11
o211ai	21
nor2b	11
o2111ai	8
o32ai	8
nor2	69
buf	30
and3	16
nand3	46
o22ai	10
mux2i	11
xor2	6
o221ai	10
o21ai	72
xnor2	28
dfxtp	16
nor3	37
a311oi	8
ha	61
a211oi	24
a21oi	82
and2	7
nand2b	11
clkbuf	28
or3	13
o31a	6
nand2	112
nand4	17
a31oi	24
o31ai	12
nor4	14
a21o	19
mux2	6
or2	11
inv	41
[per-layer routing]
layer  GRT usage (%)  vias to the layer above
met5               0                        -
met4            11.9                        0
met3            9.13                       81
met2            55.4                      622
met1            52.7                     3919
li1                -                     3984
[worst max-delay path: cells and delay by family]
| family | cells | cell delay, ns |
|---|---|---|
| AOI/OAI and AO/OA | 12 | 2.94 |
| adders and majority gates | 2 | 0.56 |
| buffers and inverters | 6 | 2.10 |
| muxes | 2 | 0.57 |
| and+or+nand+nor | 9 | 2.33 |
[metrics by stage]
stage / power, mW / setup slack (ns)
global placement: 0.464 / 0.301
detailed placement: 0.462 / 0.208
global route: 0.570 / -0.00386
finish: 0.536 / 0.349
CTS: 0.513 / 0.134
floorplan: 0.346 / 1.37
[report_power, final]
group	switching (mW)	total, mW	leakage (nW)	internal [mW]
Sequential	0	0.0379	0.129	0.0379
Combinational	0.287	0.450	2.74	0.163
Clock	0.0129	0.0480	0.0370	0.0351
[sequential cells by signal (all words and copies together) (netlist names)]
name and count:
CLK_DIV.count 14, m_cnt 2
[final cells by class]
class	instances	area share, %
Multi-Input combinational cell	893	80.1
Timing Repair Buffer	87	9.75
Sequential cell	16	4.12
Tap cell	176	2.83
Inverter	45	2.22
Clock buffer	3	0.965
Timing Repair inverter	1	0.0643
[final timing paths]
| path | slack (ns) | cells past startpoint | startpoint | endpoint |
|---|---|---|---|---|
| setup / recovery | 0.35 | 31 | cnt1[1] | ssegs[0] |
| hold reg to reg | 0.41 | 1 | CLK_DIV.count[0] | CLK_DIV.count[0] |
| hold / removal | 0.41 | 1 | CLK_DIV.count[0] | CLK_DIV.count[0] |
| setup reg to reg | 13.31 | 6 | CLK_DIV.count[2] | CLK_DIV.count[9] |
[kinds of logic after synthesis]
kind of cell / count (synthesis) / share of synthesized area (%)
xor+xnor: 34 / 4.29
compound gates: 397 / 42.1
fa+ha+maj: 61 / 11.0
simple gates: 384 / 29.0
buf+inv: 103 / 6.49
flops: 16 / 4.62
mux: 17 / 2.56
[repair_timing]
action,in CTS,in global routing
gates resized,0,17
buffers inserted,0,5
endpoints found under the setup margin,0,8
Power and IR drop assume default switching activity.

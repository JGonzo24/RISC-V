## ./constraint.sdc

```tcl
current_design timer_counter

set clk_period 5.1
set clk_io_pct 0.2

create_clock -name clk0 -period $clk_period [get_ports {clk}]

set non_clock_inputs [all_inputs -no_clocks]
set_input_delay [expr $clk_period * $clk_io_pct] -clock clk0 $non_clock_inputs
set_output_delay [expr $clk_period * $clk_io_pct] -clock clk0 [all_outputs]
```

## ./run.sh

```bash
#!/bin/bash
# OpenROAD 26Q1-2900-gdf79404cd8, Yosys 0.63+post, stock flow scripts
make -C /OpenROAD-flow-scripts/flow DESIGN_CONFIG=/design/flow/config.mk WORK_HOME=/design/flow/orfs finish
```

## ./design.v

```verilog
`timescale 1ns / 1ps
module timer_counter(
    input clk,
    input [31:0] tc_cnt_in,
    input [7:0] tc_csr,
    output tc_intr,
    output [31:0] tc_cnt_out     
    );
    parameter n = 3;
    logic [n-1:0] pos_pulse_reg;
    logic s_clk_scaled;
    logic s_pulse;
    logic [3:0] r_ps_count = 0;
    logic s_clk_div = 0;
    logic [31:0] r_counter32b = 0;
    assign tc_cnt_out = r_counter32b;
    always_ff @ (posedge clk) begin
        if (tc_csr[0] == 0) begin
            s_clk_div <= 0;
            r_ps_count <= 0;
        end
        else if (r_ps_count == tc_csr[7:4]) begin
            s_clk_div <= 1'b1;
            r_ps_count <= 0;
        end
        else begin
            s_clk_div <= 0;
            r_ps_count <= r_ps_count + 1;
        end
    end
    always_comb begin
        if (tc_csr[7:4]==4'b0000)   s_clk_scaled = clk;
        else                        s_clk_scaled = s_clk_div;
    end
    always_ff @ (posedge s_clk_scaled) begin
        if (tc_csr[0] == 0) begin
            r_counter32b <= 0;
        end
        else if (r_counter32b == tc_cnt_in) begin
            r_counter32b <= 0;
        end
        else begin
            r_counter32b <= r_counter32b + 1;
        end
    end
    always_comb begin
        if ( (s_clk_div == 1) && (r_counter32b == tc_cnt_in) )
            s_pulse = 1;
        else
            s_pulse = 0;
    end
    always_ff @ (posedge clk)
        pos_pulse_reg <= {pos_pulse_reg[n-2:0], s_pulse};
    assign tc_intr = |pos_pulse_reg;
endmodule
```

## ./config.mk

```make
export PLATFORM = sky130hd
export DESIGN_NAME = timer_counter
export DESIGN_NICKNAME = timer_counter
export VERILOG_FILES = /design/flow/design.v
export SDC_FILE = /design/flow/constraint.sdc
export NUM_CORES = 4
export LEC_CHECK = 1
export CORE_UTILIZATION = 30
```

==> metrics.yaml <==
route:
  met1_length_mm: 2.75
  dr.pass1.iters: 21
  dr_wl_met2_mm: 2.36
  via_count: 1899
  first_iter_violations: 106
  ant_nets: 0
  dr_wl_met3_um: 422
  wl_per_cell_um: 13.9
  viasPerCell: 4.75
  remaining_drc_errors: 0
  n_antenna_cell: 0
  top_layer: "met4"
  wl_mm: 5.56
die:
  pin_count: 74
  fp.dieH_um: 84.8
  std_cell_rows: 29
  dieWidth_um: 84.8
  coreArea_mm2: 0.00649
  die-area_mm2: 0.00719
  fp_util_pct: 31.7
min_path:
  hold_class: "reg2reg"
worst_setup_path:
  max_stage_delay_ns: 0.56
  start_kind: "input pin"
  slowest_stage: "nor4_1"
  cp-end-kind: "clock gate"
  cp_num_buf_inv: 2
  crit_arrival_ns: 2.57
  worstPathCellList: "dlygate4sd3_1 -> clkdlybuf4s50_1 -> nor4_1"
  critPathKind: "in2gate"
  cp_max_fo: 2
  worst_ep_required_time_ns: 2.86
  path_delay_family: "buffers and inverters"
clocking:
  cts_resized: 0
  cts_tree: "done"
  clk_pin_slew_ns: 0.04
  clk_latency_ns: 0.74
logic_synthesis:
  ys_ff: 40
  yosys_warnings: 1
  ys_cells: 235
  syn_avg_cell_area_um2: 8.75
  ys_types: 26
  syn_inst: 235
  syn_area_mm2: 0.00206
  ys_area_mm2: 0.00206
  postSynthSeqShare_pct: 38.9
final_timing:
  setup_viol: 0
  slew_headroom_pct: 57.6
  tns_ns: 0
  skew_ns: 0.0358
  rsz0062_at_grt: "no"
  hold_viol: 0
  maxSlewViolCount: 0
  worst_pin_slew_ns: 0.630
run_status:
  outcome: "finished, final reports clean"
power:
  total_power_uw: 398
  power.density_mw_per_mm2: 128
  ir_worst_vdd_v: 0.0000740
  p_leak_uw: 0.00116
cells_and_area:
  largest_register_ffs: 32
  layout.cells.most_common_list: "clkdlybuf4s50_1 (70), xor2_1 (41), dfxtp_1 (40)"
  drive_gt1_share_pct: 6.50
  final_common_cell: "clkdlybuf4s50_1"
  area_growth_pct: 51.2
  final_util_pct: 47.9
grt:
  grt_pass1_wl_mm: 9.12
  grt_start_max_net_pins: 33
  grt_util_all_layers_pct: 16.5
  grt_overflow: 0
  first_global_vias: 1819
  antenna_found_initial: 0
job:
  warnings: 29
  maxCapViolations: 0
placement:
  io_buffers: 70
  place_congestion: 0.799
  hpwl_mm: 3.87
[path summary, 6_finish.rpt]
path | start | end | slack, ns | cells past startpoint
worst max register to register | r_counter32b[9] | r_counter32b[2] | 2.90 | 6
max in group clk0 | pos_pulse_reg[1] | tc_intr | 2.27 | 2
worst min-delay path | pos_pulse_reg[1] | pos_pulse_reg[2] | 0.34 | 0
worst min register to register | pos_pulse_reg[1] | pos_pulse_reg[2] | 0.34 | 0
worst max-delay path | tc_csr[6] | clock gate | 0.29 | 3
min in group gated | tc_csr[5] | clock gate | 0.52 | 5
[cell usage after synthesis (all sizes together)]
| master | instances | area, µm² |
|---|---|---|
| xor2 | 41 | 359 |
| dfxtp | 40 | 801 |
| nor2 | 37 | 139 |
| xnor2 | 25 | 219 |
| nor4 | 15 | 100 |
| nand2 | 13 | 48.8 |
| nand3 | 12 | 65.1 |
| inv | 10 | 37.5 |
| nand4 | 8 | 50.1 |
| nor3 | 8 | 45.0 |
| and4 | 5 | 43.8 |
| buf | 5 | 33.8 |
| and3 | 4 | 25.0 |
| a21oi | 2 | 10.0 |
| ha | 2 | 25.0 |
| o21ai | 2 | 10.0 |
| or3 | 2 | 12.5 |
| clkbuf | 1 | 3.75 |
| nor4b | 1 | 8.76 |
| o31ai | 1 | 12.5 |
| or4 | 1 | 7.51 |
[stage by stage]
step	setup slack, ns	instance area [µm²]	hold slack (ns)	std cells
after floorplan	1.24	2060	-1.50	235
after global placement	0.739	2830	-0.974	377
after detailed placement	0.744	2830	-0.980	377
after CTS	0.358	3110	0.344	400
after global routing	0.275	3110	0.351	400
final	0.289	3110	0.343	400
[cell families (layout without fill, tap and decap cells)]
| logic type | count (synthesis) | in the layout | synth area share [%] |
|---|---|---|---|
| and+or+nand+nor | 106 | 106 | 26.5 |
| xor gates and xnor gates | 66 | 66 | 28.1 |
| DFF | 40 | 40 | 38.9 |
| buffers and inverters | 16 | 104 | 3.65 |
| AOI/OAI and AO/OA | 5 | 5 | 1.58 |
| adders and majority gates | 2 | 2 | 1.22 |
[report_power, final]
part | internal (µW) | total (µW) | switching [µW]
logic | 41.1 | 64.6 | 23.4
registers | 92.9 | 97.9 | 4.99
clock network | 179 | 236 | 56.9
total | 313 | 398 | 85.3
[per-layer routing]
layer / global-route usage (%) / vias to the layer above
met5: 0 / -
li1: - / 965
met4: 2.31 / 0
met3: 4.68 / 3
met2: 23.7 / 68
met1: 25.7 / 863
[final cells by class]
| type | instances | area (µm²) |
|---|---|---|
| fill | 606 | 3380 |
| multi-input combinational | 179 | 1190 |
| sequential | 40 | 801 |
| timing repair buffer | 76 | 758 |
| clock buffer | 18 | 228 |
| tap | 77 | 96.3 |
| inverter | 10 | 37.5 |
[worst reg2reg max path, stage by stage (launching register included)]
cell and delay (ns):
dfxtp_1 0.47, xor2_1 0.15, nor4_1 0.44, nand4_1 0.31
o31ai_4 0.24, buf_4 0.36, nor2_1 0.10
[timing repair]
action / 4_1_cts / 5_1_grt
hold buffers: 5 / 0
endpoints found under the hold margin: 1 / 0
buffers inserted: 0 / 0
Power and IR drop assume default switching activity.
